==> flow/design.v <==
typedef enum {lectura, escritura, reset, lectura_escritura} tipo_trans;
class trans_fifo #(parameter width = 16);
    rand int             retardo;      
    rand bit [width-1:0] dato;         
    int                  tiempo;       
    rand tipo_trans      tipo;         
    int                  max_retardo;
    constraint const_retardo {retardo < max_retardo; retardo > 0;}
    function new(int ret =0, bit[width-1:0] dto =0, int tmp =0, tipo_trans tpo = lectura, int mx_rtrd =10);
        this.retardo     = ret;
        this.dato        = dto;
        this.tiempo      = tmp;
        this.tipo        = tpo;
        this.max_retardo = mx_rtrd;
    endfunction
    function clean();
        this.retardo = 0;
        this.dato    = 0;
        this.tiempo  = 0;
        this.tipo    = lectura;
    endfunction
    function void print(string tag = "");
        $display("[%g] %s Tiempo=%g Tipo=%s Retardo=%g dato=0x%h", $time, tag, tiempo, this.tipo, this.retardo, this.dato);
    endfunction
endclass
interface fifo_if #(parameter width = 16) (
    input clk
);
    logic rst;
    logic pndng;
    logic full;
    logic push;
    logic pop;
    logic [width-1:0] dato_in;
    logic [width-1:0] dato_out;
endinterface
class trans_sb #(parameter width=16);
    bit [width-1:0] dato_enviado;
    int tiempo_push;
    int tiempo_pop;
    bit completado;
    bit overflow;
    bit underflow;
    bit reset;
    int latencia;
    function clean ();
        this.dato_enviado = 0;
        this.tiempo_push  = 0;
        this.tiempo_pop   = 0;
        this.completado   = 0;
        this.overflow     = 0;
        this.underflow    = 0;
        this.reset        = 0;
        this.latencia     = 0;
    endfunction
    task calc_latencia();
        this.latencia = this.tiempo_pop - this.tiempo_push;
    endtask
    function print (string tag);
        $display("[%g] %s dato=%h t_push=%g t_pop=%g cmplt=%g ovrflw=%g undrflw=%g rst=%g ltncy=%g",
                 $time,
                 tag,
                 this.dato_enviado,
                 this.tiempo_push,
                 this.tiempo_pop,
                 this.completado,
                 this.overflow,
                 this.underflow,
                 this.reset,
                 this.latencia);
    endfunction
endclass
typedef enum {retardo_promedio, reporte} solicitud_sb;
typedef enum {llenado_aleatorio, trans_aleatoria, trans_especifica, sec_trans_aleatorias} instrucciones_agente;
typedef mailbox #(trans_fifo) trans_fifo_mbx;
typedef mailbox #(trans_sb) trans_sb_mbx;
typedef mailbox #(solicitud_sb) comando_test_sb_mbx;
typedef mailbox #(instrucciones_agente) comando_test_agent_mbx;
module dff_async_rst (
  input data,
  input clk,
  input reset,
  output reg q);
  always @ ( posedge clk or posedge reset)    
    if (reset) begin
      q <= 1'b0;
    end  else begin
      q <= data;
    end
endmodule
module dltch_async_rst (
  input data,
  input clk,
  input reset,
  output reg q);
  always @ (clk or reset or data)    
    if (reset) begin
      q <= 1'b0;
    end  else if (clk) begin
      q <= data;
    end
endmodule
module dltch (
  input data,
  input clk,
  output reg q);
  always @ (clk or data)    
    if (clk) begin
      q <= data;
    end
endmodule
module prll_d_reg #(parameter bits = 32)(
  input clk,
  input reset,
  input [bits-1:0] D_in,
  output [bits-1:0] D_out
);
  genvar i;
  generate
    for(i = 0; i < bits; i=i+1) begin:bit_
      dff_async_rst prll_regstr_(.data(D_in[i]),.clk(clk),.reset(reset),.q(D_out[i]));
    end
  endgenerate
endmodule
module prll_d_ltch_no_rst #(parameter bits = 32)(
  input clk,
  input [bits-1:0] D_in,
  output [bits-1:0] D_out
);
  genvar i;
  generate
    for(i = 0; i < bits; i=i+1) begin:bit_
      dltch prll_regstr_(.data(D_in[i]),.clk(clk),.q(D_out[i]));
    end
  endgenerate
endmodule
module prll_d_ltch #(parameter bits = 32)(
  input clk,
  input reset,
  input [bits-1:0] D_in,
  output [bits-1:0] D_out
);
  genvar i;
  generate
    for(i = 0; i < bits; i=i+1) begin:bit_
      dltch_async_rst prll_regstr_(.data(D_in[i]),.clk(clk),.reset(reset),.q(D_out[i]));
    end
  endgenerate
endmodule
module fifo_flops #(parameter depth = 16,parameter bits = 32)(
  input [bits-1:0] Din,
  output reg [bits-1:0] Dout,
  input push,
  input pop,
  input i_clk,
  output reg full,
  output reg pndng,
  input rst
);
  wire [bits-1:0] q[depth-1:0];
  reg [$clog2(depth):0] count;
  reg [bits-1:0] aux_mux [depth-1:0];
  reg [bits-1:0] aux_mux_or [depth-2:0];
  genvar i;
  generate
    for(i=0;i<depth;i=i+1)begin:_dp_
       if(i==0)begin: _dp2_
         prll_d_reg #(bits) D_reg(.clk(push),.reset(rst),.D_in(Din),.D_out(q[i]));
         always@(*)begin
           aux_mux[i]=(count==i+1)?q[i]:{bits{1'b0}};
         end    
       end else begin: _dp3_
         prll_d_reg #(bits) D_reg(.clk(push),.reset(rst),.D_in(q[i-1]),.D_out(q[i]));
         always@(*)begin
           aux_mux[i]=(count==i+1)?q[i]:{bits{1'b0}};
         end    
       end
    end
  endgenerate
  generate
  for(i=0;i<depth-2;i=i+1)begin:_nu_
    always@(*)begin
      aux_mux_or[i]=aux_mux[i] | aux_mux_or[i+1];
    end
  end
  endgenerate
  always@(*)begin
    aux_mux_or[depth-2] = aux_mux [depth-1]|aux_mux[depth-2];
    Dout=aux_mux_or[0];  
  end
  always@(posedge i_clk)begin
  if(rst) begin
    count <= 0;
  end else begin
    case({push,pop})
      2'b00: count <= count;
      2'b01: begin
        if(count == 0) begin
          count <= 0;
        end else begin
          count <=count - 1;
        end
      end
      2'b10:begin
         if(count == depth)begin
           count <= count;
         end else begin
           count <= count+1;
        end
      end
      2'b11: count <= count;
    endcase
  end
  pndng <= (count==0)?{1'b0}:{1'b1};
  full <=(count == depth)?{1'b1}:{1'b0};
end
endmodule
==> flow/run.sh <==
#!/bin/bash
# OpenROAD 26Q1-2900-gdf79404cd8, Yosys 0.63+post, stock flow scripts
make -C /OpenROAD-flow-scripts/flow DESIGN_CONFIG=/design/flow/config.mk WORK_HOME=/design/flow/orfs finish
==> flow/config.mk <==
export PLATFORM = sky130hd
export DESIGN_NAME = fifo_flops
export DESIGN_NICKNAME = fifo_flops
export VERILOG_FILES = /design/flow/design.v
export SDC_FILE = /design/flow/constraint.sdc
export NUM_CORES = 4
export LEC_CHECK = 1
export CORE_UTILIZATION = 50
export SYNTH_HDL_FRONTEND = slang
==> flow/constraint.sdc <==
current_design fifo_flops

set clk_period 6.0
set clk_io_pct 0.2

create_clock -name clk0 -period $clk_period [get_ports {i_clk}]
create_clock -name clk1 -period $clk_period [get_ports {push}]

set non_clock_inputs [all_inputs -no_clocks]
set_input_delay [expr $clk_period * $clk_io_pct] -clock clk0 $non_clock_inputs
set_output_delay [expr $clk_period * $clk_io_pct] -clock clk0 [all_outputs]
==> flow_results.xml <==
<?xml version="1.0" encoding="UTF-8"?>
<metrics>
  <group name="clock_tree">
    <metric name="cts.reportedPaths.clkPinSlew" unit="ps">60</metric>
    <metric name="post_cts.resized_instances" unit="">0</metric>
    <metric name="cts_setup_buffers" unit="">0</metric>
    <metric name="cts_tree" unit="">done</metric>
    <metric name="cts.hold.buffers_added" unit="">0</metric>
  </group>
  <group name="min_path">
    <metric name="worstHoldStart" unit="">_dp_[2]._dp3_.D_reg.bit_[2].prll_regstr_.q$_DFF_PP0_</metric>
    <metric name="hold_path_class" unit="">flip-flop to flip-flop</metric>
  </group>
  <group name="cells_and_area">
    <metric name="syn_to_final_growth" unit="%">20.78</metric>
    <metric name="finalCoreUtilization" unit="%">61.92</metric>
    <metric name="finish.instance_area" unit="um^2">20920</metric>
    <metric name="final-instance-count-excl-fill" unit="">1696</metric>
    <metric name="final_layout_size_suffix_gt1_share" unit="%">14.27</metric>
  </group>
  <group name="timing">
    <metric name="holdWs" unit="ps">361.9</metric>
    <metric name="worst_slack" unit="ps">613.1</metric>
    <metric name="final-hold-violation-count" unit="">0</metric>
    <metric name="unrepaired_setup_endpoints_after_global_routing" unit="">false</metric>
    <metric name="fin_setup_tns" unit="ps">0</metric>
    <metric name="timing_worst_slew_pin_value" unit="ps">876.8</metric>
    <metric name="timing.slew.headroom" unit="%">40.71</metric>
    <metric name="maximum_clock_skew_at_final_layout" unit="ps">19.94</metric>
    <metric name="drv_slew" unit="">0</metric>
    <metric name="setup_viol" unit="">0</metric>
  </group>
  <group name="routing">
    <metric name="sum_of_routed_wire_length_over_all_layers" unit="um">43090</metric>
    <metric name="detail_route.vias_per_cell" unit="">5.912</metric>
    <metric name="drt-initial-drc-count" unit="">906</metric>
    <metric name="detail-route-antenna-nets" unit="">0</metric>
    <metric name="detailedRoute.firstPassIterationCount" unit="">8</metric>
    <metric name="wl_per_cell" unit="um">25.41</metric>
    <metric name="drc" unit="">0</metric>
    <metric name="routed-via-count" unit="">10026</metric>
  </group>
  <group name="place">
    <metric name="detailed_place.area" unit="um^2">18500</metric>
    <metric name="place.gp.congestion" unit="">0.8369</metric>
    <metric name="numPortBuffers" unit="">68</metric>
    <metric name="total_half_perimeter_wirelength_after_legalization_and_detailed_placement" unit="um">25550</metric>
    <metric name="placed_cells" unit="">1569</metric>
    <metric name="dp_worst_setup_slack" unit="ps">1715</metric>
  </group>
  <group name="flow_run">
    <metric name="openroad.warnings" unit="">58</metric>
    <metric name="count_of_maximum_capacitance_violations" unit="">0</metric>
  </group>
  <group name="global_route">
    <metric name="grt_start_max_net_pins" unit="">137</metric>
    <metric name="grt_remaining_overflow" unit="">0</metric>
    <metric name="grt_first_pass_wirelength" unit="um">66670</metric>
    <metric name="grt_antenna_before_repair" unit="">2</metric>
    <metric name="total_routing_resource_utilization_after_global_routing" unit="%">27.49</metric>
    <metric name="grt_pass1_vias" unit="">11017</metric>
  </group>
  <group name="floorplanning">
    <metric name="rows" unit="">67</metric>
    <metric name="initial_standard_cell_utilization_of_the_core" unit="%">51.26</metric>
    <metric name="floorplan.die.height" unit="um">188.1</metric>
    <metric name="die_w" unit="um">188.1</metric>
    <metric name="dieArea" unit="um^2">35390</metric>
    <metric name="core" unit="um^2">33780</metric>
    <metric name="top_ports" unit="">70</metric>
  </group>
  <group name="power_and_ir_drop">
    <metric name="p_leak" unit="nW">8.815</metric>
    <metric name="power.share.sequential" unit="%">41.3</metric>
    <metric name="clock_power_share" unit="%">44.0</metric>
    <metric name="share_comb_of_total_power" unit="%">14.7</metric>
    <metric name="cell_internal_pwr" unit="mW">6.908</metric>
    <metric name="power_density" unit="nW/um^2">446.9</metric>
    <metric name="power.switching_fraction" unit="%">26.10</metric>
    <metric name="post-layout-total-power" unit="mW">9.348</metric>
    <metric name="power_dissipated_by_switching_net_loads" unit="mW">2.440</metric>
    <metric name="vdd_ir_drop_max" unit="mV">0.2970</metric>
  </group>
  <group name="yosys">
    <metric name="ys.flops" unit="">519</metric>
    <metric name="netlist_logic_family_top" unit="">AND-OR/OR-AND gates</metric>
    <metric name="dominantRegCellSynth" unit="">sky130_fd_sc_hd__dfrtp_1</metric>
    <metric name="yosys-top-cells-area" unit="">sky130_fd_sc_hd__dfrtp_1 74%, sky130_fd_sc_hd__mux2i_1 4.9%, sky130_fd_sc_hd__a22oi_1 2.2%, sky130_fd_sc_hd__a22o_1 1.2%, sky130_fd_sc_hd__a221oi_1 1.1%</metric>
    <metric name="sequential_element_share_of_the_synthesized_area" unit="%">74.79</metric>
    <metric name="yosysTopAreaCell" unit="">sky130_fd_sc_hd__dfrtp_1</metric>
    <metric name="yosys.area.top_type_share" unit="%">73.98</metric>
    <metric name="and_or_nand_nor_cells_area_fraction" unit="%">5.548</metric>
    <metric name="syn_area" unit="um^2">17320</metric>
    <metric name="mux_share" unit="%">6.278</metric>
    <metric name="yosys-stat-cells" unit="">1089</metric>
    <metric name="number_of_synthesized_flops_with_an_enable_pin" unit="">0</metric>
    <metric name="adder_cell_share_of_the_synthesized_area" unit="%">0.5057</metric>
    <metric name="synth_chip_area" unit="um^2">17320</metric>
    <metric name="yosysWarningCount" unit="">0</metric>
    <metric name="xor_share" unit="%">0</metric>
    <metric name="netlist-cell-type-count" unit="">66</metric>
    <metric name="synthesis.area_per_instance" unit="um^2">15.90</metric>
    <metric name="synth_async_sr_flop_share" unit="%">98.65</metric>
    <metric name="post_synth_ao_oa_area_fraction" unit="%">10.42</metric>
    <metric name="postSynthCellCount" unit="">1089</metric>
  </group>
  <group name="setup_path">
    <metric name="critPathTopFamily" unit="">buffers and inverters</metric>
    <metric name="critical_path.most_common_cell" unit="">sky130_fd_sc_hd__clkbuf_16</metric>
    <metric name="path_buffers" unit="">11</metric>
    <metric name="cpPeakStageDelay" unit="ps">500</metric>
    <metric name="worstSetupStartpoint" unit="">push</metric>
    <metric name="critPathSlowestCell" unit="">sky130_fd_sc_hd__or4_1</metric>
    <metric name="worstPathCellList" unit="">clkbuf_16, clkbuf_16, clkbuf_16, clkbuf_16, clkbuf_16, clkbuf_16, clkbuf_16, ha_1, clkbuf_16, clkbuf_16, a21o_1, clkbuf_16, clkbuf_16, or4_1, a21oi_1</metric>
    <metric name="setup.worst_path.end_class" unit="">flip-flop</metric>
    <metric name="timing.critical_path.required" unit="ps">6150</metric>
    <metric name="start_to_end_type_of_the_worst_setup_path" unit="">clock port to flip-flop</metric>
    <metric name="worst-path-max-fanout" unit="">7</metric>
    <metric name="r2r-start" unit="">count[2]$_SDFFE_PP0P_</metric>
    <metric name="timing.critical_path.from_type" unit="">clock port</metric>
    <metric name="arrival" unit="ps">5540</metric>
  </group>
  <group name="status">
    <metric name="run_status" unit="">finished, final reports clean</metric>
  </group>
</metrics>
layout by cell type, fill, tap and decap left out, drive strengths merged, types with 12 or more instances in the layout:
cell type      count
nor2              22
a22o              24
nand2             27
a221oi            21
o22ai             16
clkinv            12
a22oi             50
o21ai             13
o2bb2ai           18
mux2i             85
a21oi             19
clkbuf           106
nand3             18
clkdlybuf4s50     68
a222oi            12
buf               32
dfrtp            512
power groups by stage:
stage	Combinational, mW	Clock (mW)	Sequential (mW)
global route	1.48	4.36	3.88
CTS	1.38	4.20	3.86
finish	1.37	4.11	3.86
cells in the mapped netlist, types with 6 or more instances:
cell                        instances
sky130_fd_sc_hd__nor2b_1           11
sky130_fd_sc_hd__a221oi_1          21
sky130_fd_sc_hd__nand2b_1           7
sky130_fd_sc_hd__nand3b_1           9
sky130_fd_sc_hd__mux4_2             7
sky130_fd_sc_hd__nand4_1            7
sky130_fd_sc_hd__dfxtp_1            7
sky130_fd_sc_hd__buf_6              8
sky130_fd_sc_hd__a22o_1            24
sky130_fd_sc_hd__mux2_2             7
sky130_fd_sc_hd__dfrtp_1          512
sky130_fd_sc_hd__a21oi_1           19
sky130_fd_sc_hd__mux2i_1           85
sky130_fd_sc_hd__or3_1              6
sky130_fd_sc_hd__nor2_1            21
sky130_fd_sc_hd__nand3_1           18
sky130_fd_sc_hd__inv_1              7
sky130_fd_sc_hd__nor4_1             6
sky130_fd_sc_hd__a222oi_1          12
sky130_fd_sc_hd__buf_4              9
sky130_fd_sc_hd__o21ai_0           13
sky130_fd_sc_hd__a22oi_1           50
sky130_fd_sc_hd__o2bb2ai_1         18
sky130_fd_sc_hd__nand2_1           27
sky130_fd_sc_hd__buf_2             22
sky130_fd_sc_hd__a211oi_1           9
sky130_fd_sc_hd__ha_1               7
sky130_fd_sc_hd__clkbuf_1          25
sky130_fd_sc_hd__o22ai_1           16
cell families after synthesis:
| family | count (synthesis) |
|---|---|
| adder cells (fa/ha/maj) | 7 |
| flip-flops | 519 |
| multiplexers | 99 |
| AND-OR/OR-AND | 231 |
| buffers and inverters | 75 |
| AND/OR/NAND/NOR | 158 |
layout make-up:
| cell class | count | area, um^2 |
|---|---|---|
| fillers | 2374 | 12860 |
| well taps | 448 | 560.5 |
| diodes | 1 | 2.502 |
| clock buffers | 106 | 2210 |
| clock inverters | 20 | 211.5 |
| repair buffers | 100 | 958.4 |
| flip-flops and latches | 519 | 12960 |
| multi-input cells | 495 | 3986 |
| inverters | 7 | 30.03 |
flip-flops by register name, summed over array words and instances (netlist names):
name / cells
count: 5
_dp_._dp3_.D_reg.bit_.prll_regstr_.q: 480
pndng: 1
full: 1
_dp_._dp2_.D_reg.bit_.prll_regstr_.q: 32
per-layer routing:
layer	wire, um	track usage [%]	vias to the layer above
met5	15	1.786	-
met2	18600	35.96	486
met1	18080	43.97	5135
li1	-	-	4292
met4	1248	7.317	2
met3	5148	13.46	111
path summary, 6_finish.rpt:
path	depth (start not counted)	slack, ps	endpoint
setup reg to reg	7	2880	count[2]$_SDFFE_PP0P_
min in group asynchronous	3	1250	_dp_[9]._dp3_.D_reg.bit_[26].prll_regstr_.q$_DFF_PP0_
max in group clk1	1	4930	_dp_[0]._dp2_.D_reg.bit_[8].prll_regstr_.q$_DFF_PP0_
setup / recovery	15	610	count[2]$_SDFFE_PP0P_
max in group asynchronous	4	3440	_dp_[10]._dp3_.D_reg.bit_[15].prll_regstr_.q$_DFF_PP0_
hold / removal	0	360	_dp_[3]._dp3_.D_reg.bit_[2].prll_regstr_.q$_DFF_PP0_
min in group clk0	3	720	count[4]$_SDFFE_PP0P_
hold reg to reg	0	360	_dp_[3]._dp3_.D_reg.bit_[2].prll_regstr_.q$_DFF_PP0_
Power figures rest on the tool's default switching activity, not on a simulated workload.
